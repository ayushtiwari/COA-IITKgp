==> flow/design.v <==
`timescale 1ns / 1ps
module binaryMultiplier(
    input clk_fast,
    input rst,
    input load,
    input [5:0] a,
    input [5:0] b,
    output [11:0] product,
    output reg clk
    );
    reg [31:0] count;
    always @(posedge clk_fast) begin
        count = count+1;
        if(rst) begin
            clk = 0;
        end begin
            if(count >= 4000000) begin
                count = 0;
                clk = ~clk;
            end
        end
    end
    reg [11:0] P;
    reg [5:0] X;
    reg [5:0] Y;
    reg [2:0] pow;
    assign product = P;
    wire [11:0] temp1;
    wire [5:0] temp2;
    wire [5:0] temp3;
    assign temp1 = X[0]? Y:0;
    assign temp2 = {0, X[5:1]};
    assign temp3 = 1 << pow;
    always @(posedge clk) begin
        if(rst) begin
            P <= 0;
            X <= 0;
            Y <= 0;
            pow <= 0;
        end else begin
            if(load) begin
                X <= a;
                Y <= b;
            end else begin
                P <= P + temp3*temp1;
                X <= temp2;
                pow <= pow + 1;
            end
        end
    end
endmodule
==> flow/run.sh <==
#!/bin/bash
# OpenROAD 26Q1-2900-gdf79404cd8, Yosys 0.63+post, stock flow scripts
make -C /OpenROAD-flow-scripts/flow DESIGN_CONFIG=/design/flow/config.mk WORK_HOME=/design/flow/orfs finish
==> flow/config.mk <==
export PLATFORM = sky130hd
export DESIGN_NAME = binaryMultiplier
export DESIGN_NICKNAME = binaryMultiplier
export VERILOG_FILES = /design/flow/design.v
export SDC_FILE = /design/flow/constraint.sdc
export NUM_CORES = 4
export LEC_CHECK = 1
export CORE_UTILIZATION = 30
==> flow/constraint.sdc <==
current_design binaryMultiplier

set clk_period 5.6
set clk_io_pct 0.2

create_clock -name clk0 -period $clk_period [get_ports {clk_fast}]

set non_clock_inputs [all_inputs -no_clocks]
set_input_delay [expr $clk_period * $clk_io_pct] -clock clk0 $non_clock_inputs
set_output_delay [expr $clk_period * $clk_io_pct] -clock clk0 [all_outputs]
==> results.yml <==
# flow metrics
sta:
  hold_viol: 0
  number_of_register_pins_that_no_clock_reaches: 27
  final.min_clock_period_ns: 3.194
  report.final.setup_viol: 0
  timing.fmax_ghz: 0.3131
  finalClockPeriodUsage: 0.5703
  worst_clock_skew_ns: 0.001619
  worst_pin_slew_ns: 0.9615
  number_of_unconstrained_endpoints: 39
  grt_setup_unrepaired: "false"
  postLayoutSetupSlackWorst_ns: 2.406
  report.final.slew_viol_count: 0
  totalNegativeSetupSlack_ns: 0
  slew_headroom: 0.3569
floorplanning:
  fp_util: 0.3089
  die_width_um: 119.2
  core_area_mm2: 0.01335
  chip_area_mm2: 0.01421
  fp.dieH_um: 119.2
  num_rows: 42
  i_o_pin_cnt: 28
clock_network:
  number_of_clock_buffers_inserted_by_tritoncts: 5
  cts_setup_buffers: 0
  cts_hold_buffers: 0
  tritoncts: "yes"
  cts_repair_resized_insts: 0
  ctsRootBufferMaster: "sky130_fd_sc_hd__clkbuf_16"
  max-clock-path-buffers: 2
  cts_htree_levels: 2
  clk_pin_slew_ns: 0.05
  clock_latency_ns: 0.27
synthesis:
  synth_seq_share: 0.2914
  xor_share: 0.06373
  synth.comb.largest_family: "simple AND/OR/NAND/NOR gates"
  synth-compound-area-share: 0.07102
  synth_async_sr_flop_share: 0
  yosysTopAreaCell: "sky130_fd_sc_hd__dfxtp_1"
  mux_area_frac: 0.04613
  post_synth_main_area_contributors: "sky130_fd_sc_hd__dfxtp_1 (29%), sky130_fd_sc_hd__fa_1 (12%), sky130_fd_sc_hd__ha_1 (9.7%)"
  synthDominantCellAreaShare: 0.2914
  synth-simple-area-share: 0.2470
  postSynthAreaPerCell_um2: 8.828
  mappedNetlistArea_mm2: 0.004123
  synth-edff-count: 0
  post_synth_most_frequent_cells: "sky130_fd_sc_hd__dfxtp_1 (60), sky130_fd_sc_hd__nor2_1 (53), sky130_fd_sc_hd__inv_1 (44)"
  postSynthCellCount: 467
  number_of_different_library_cells_in_the_post_synthesis_netlist: 55
  yosys_cells: 467
  ys_chip_area_mm2: 0.004123
  number_of_warnings_printed_during_yosys_synthesis: 1
  netlist.top_cell.by_instances: "sky130_fd_sc_hd__dfxtp_1"
  adder_share: 0.2185
  yosys_register_bits: 60
  ys_dominant_reg_cell: "sky130_fd_sc_hd__dfxtp_1"
setup_path:
  worst_setup_path_start_kind: "register"
  critical_path.cell_chain: "ha_1 > nand3_1 > or4_1 > or3_1 > a31oi_1 > o21ai_1 > a211oi_4 > o211a_1"
  critPathMaxFanout: 23
  endpoint_kind: "register"
  worst-r2r-setup-slack_ns: 2.41
  path_class: "reg -> reg"
  critPathMaxStageDelay_ns: 0.85
  cp_data_required_time_ns: 5.82
  r2r_cells: 8
  worst_r2r_endpoint: "clk"
  critical-path-top-delay-family: "AND-OR/OR-AND gates"
  critical-path-slowest-cell: "sky130_fd_sc_hd__a211oi_4"
  worst_ep_arrival_time_ns: 3.41
  timing.rr.start: "count[0]"
  critical_path_buffer_and_inverter_count: 0
global_routing:
  first_global_vias: 2867
  grt_start_max_net_pins: 40
  groute.usage.overall: 0.1110
  grt_ovf: 0
  grt_first_pass_wirelength_um: 12990
  grt_antenna_before_repair: 0
pwr:
  ir_worst_vdd_v: 0.0001628
  power.density_cell_area_mw_per_mm2: 120.6
  total_power_uw: 570.1
  leakagePower_uw: 0.002013
detailed_routing:
  antenna_violating_nets_post_route: 0
  initialDrtViolationCount: 147
  drt_drc_violations_left: 0
  detailed_route_wire_length_per_cell_um: 10.95
  first_pass_iters: 4
  dr_total_vias: 3184
  ant_diodes: 0
  post_drt_via_cell_ratio: 4.731
  finalWirelength_um: 7366
layout:
  layout.filler_cells: 1392
  area_growth_syn_to_layout_pct: 14.66
  layout.core_utilization: 0.3541
  finalInstanceArea_mm2: 0.004727
  ratio_of_cells_with_drive_above_1_in_the_final_layout: 0.04024
min_path:
  hp-start: "count[0]"
  holdCritPathClass: "reg -> reg"
  whs_endpoint: "count[0]"
  worstHoldPathCells: 1
place:
  portBuffers: 27
  gpl.final_weighted_congestion: 0.7973
  dp.final_hpwl_um: 5535
  detailedPlace.worstSlack_ns: 2.468
  place_area_mm2: 0.004584
job:
  max_cap_viols: 0
  tool_warnings: 30
outcome:
  outcome: "finished clean"
==> cell families (layout without fill, tap and decap cells) <==
kind of cell    Yosys count  count (layout)
simple gates            195             195
compound gates           43              43
buf+inv                  62              83
fa+ha+maj                57              57
flops                    60              60
xor+xnor                 30              30
mux                      19              19
other cells               1              10
==> power breakdown <==
group          switching, uW  leakage, uW  internal (uW)  total [uW]
clock network           95.3    0.0000696            162         258
registers               8.01     0.000490            255         263
logic                   25.2      0.00145           23.7        48.9
total                    129      0.00201            442         570
==> cell type report <==
cell class,instances,area [um2],area share
clock buffers,5,125.1,0.02647
well taps,176,220.2,0.04659
clock inverters,3,17.52,0.003706
inverters,44,165.2,0.03494
repair buffers,31,295.3,0.06247
flip-flops and latches,60,1201,0.2541
multi-input cells,354,2703,0.5717
==> placed cells by master (no fill, tap or decap), types with 5 or more instances in the layout <==
| cell | Yosys | final |
|---|---|---|
| sky130_fd_sc_hd__nand3_1 | 24 | 24 |
| sky130_fd_sc_hd__nand2_1 | 29 | 29 |
| sky130_fd_sc_hd__a31oi_1 | 5 | 5 |
| sky130_fd_sc_hd__conb_1 | 1 | 10 |
| sky130_fd_sc_hd__nor2_1 | 53 | 53 |
| sky130_fd_sc_hd__mux2i_1 | 19 | 19 |
| sky130_fd_sc_hd__nor4_1 | 5 | 5 |
| sky130_fd_sc_hd__xor2_1 | 19 | 19 |
| sky130_fd_sc_hd__ha_1 | 32 | 32 |
| sky130_fd_sc_hd__clkbuf_16 | 0 | 5 |
| sky130_fd_sc_hd__xnor2_1 | 11 | 11 |
| sky130_fd_sc_hd__o21ai_0 | 5 | 5 |
| sky130_fd_sc_hd__clkdlybuf4s50_1 | 0 | 26 |
| sky130_fd_sc_hd__inv_1 | 44 | 44 |
| sky130_fd_sc_hd__a21oi_1 | 15 | 15 |
| sky130_fd_sc_hd__nand4_1 | 10 | 10 |
| sky130_fd_sc_hd__fa_1 | 25 | 25 |
| sky130_fd_sc_hd__nor3_1 | 25 | 25 |
| sky130_fd_sc_hd__and3_1 | 15 | 15 |
| sky130_fd_sc_hd__dfxtp_1 | 60 | 60 |
==> through the flow <==
step / hold WS, ns / instances
finish: 0.5385 / 673
global route: 0.5846 / 673
CTS: 0.5386 / 673
detailed placement: 0.5313 / 665
global placement: 0.5107 / 665
floorplan: 0.4897 / 476
==> registers in the layout, indices dropped and copies added, names as in the netlist <==
name and flops:
Y 6, clk 1, pow 3, X 6, count 32, P 12
==> worst max path at each step <==
stage	slack (ns)	cells past startpoint	to	from
CTS	2.45	8	clk	count[0]
global route	2.20	8	clk	count[0]
finish	2.41	8	clk	count[0]
==> per-layer routing <==
layer	vias up	GRT usage	part of all wire
met1	1487	0.1733	0.51
met2	49	0.1791	0.46
met4	0	0.007911	0.0077
li1	1639	-	-
met3	9	0.008806	0.022
met5	-	0	0
Power figures rest on the tool's default switching activity, not on a simulated workload.
