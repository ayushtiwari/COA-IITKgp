File: design/flow/design.v
`timescale 1ns / 1ps
module multright(
    input clk_fast,
    input rst,
    input load,
    input [5:0] a,
    input [5:0] b,
    output [11:0] product,
    output reg clk
    );
    reg [31:0] count;
    always @(posedge clk_fast) begin
        count = count+1;
        if(rst) begin
            clk = 0;
        end begin
            if(count >= 4000000) begin
                count = 0;
                clk = ~clk;
            end
        end
    end
    reg [11:0] P;
    reg [5:0] X;
    reg [5:0] Y;
    assign X1 = X;
    assign Y1 = Y;
    assign product = P;
    wire [12:0] temp1;
    wire [12:0] temp2;
    wire [12:0] temp3;
    wire [12:0] temp4;
    assign temp2 = X[0]? {Y, 6'b000000}:0;
    assign temp1 = P + temp2;
    assign temp3 = {0, temp1[12:1]};
    assign temp4 = {0, X[5:1]};
    reg [2:0] c;
    always @(posedge clk) begin
        if(rst) begin
            P <= 0;
            X <= 0;
            Y <= 0;
            c <= 0;
        end else begin
            if(load) begin
                X <= a;
                Y <= b;
            end else begin
                if(c <= 5) begin
                    c <= c+1;
                    P <= temp3;
                    X <= temp4;
                end else begin
                    P <= P;
                end
            end
        end
    end
 endmodule
File: design/flow/run.sh
#!/bin/bash
# OpenROAD 26Q1-2900-gdf79404cd8, Yosys 0.63+post, stock flow scripts
make -C /OpenROAD-flow-scripts/flow DESIGN_CONFIG=/design/flow/config.mk WORK_HOME=/design/flow/orfs finish
File: design/flow/config.mk
export PLATFORM = sky130hd
export DESIGN_NAME = multright
export DESIGN_NICKNAME = multright
export VERILOG_FILES = /design/flow/design.v
export SDC_FILE = /design/flow/constraint.sdc
export NUM_CORES = 4
export LEC_CHECK = 1
export CORE_UTILIZATION = 40
File: design/flow/constraint.sdc
current_design multright

set clk_period 6.6
set clk_io_pct 0.2

create_clock -name clk0 -period $clk_period [get_ports {clk_fast}]

set non_clock_inputs [all_inputs -no_clocks]
set_input_delay [expr $clk_period * $clk_io_pct] -clock clk0 $non_clock_inputs
set_output_delay [expr $clk_period * $clk_io_pct] -clock clk0 [all_outputs]
==> flow_summary.rst <==
Metrics
=======

.. list-table::
   :header-rows: 1

   * - Metric
     - Value
   * - Logic pwr share
     - 9.8%
   * - Count of buffers from port buffering
     - 27
   * - Area share of the largest cell type after synthesis
     - 38.62%
   * - Tightest hold margin
     - 480.0 ps
   * - Number of placed I/O pins
     - 28
   * - Core box area
     - between 0.007 and 0.008 mm^2
   * - Detailed-routing iteration count for the pre-antenna-repair pass
     - 4
   * - Series of cell instances along the critical path
     - nand4_2, nor4_2, mux2_1, a41oi_1, a211oi_2, o41ai_4, buf_4, xnor2_1
   * - Sequential share of power
     - 54.6%
   * - Number of fillers in the final layout
     - 685
   * - Count of buffers added by post-CTS timing repair for setup
     - 0
   * - Share of flip-flops with an asynchronous set or reset
     - 0%
   * - Antenna violations before repair
     - 0
   * - Gate Count Post-Synth
     - 347
   * - Violation count after the first detailed-routing iteration
     - slightly below 80
   * - CP startpoint
     - count[2]
   * - Cts hold-fix bufs
     - 0
   * - Pin count of the biggest net entering global routing
     - 29
   * - Transition time at the pin with the least slew margin
     - ~830 ps
   * - Dominant Register Cell
     - sky130_fd_sc_hd__dfxtp_1
   * - Count of buffering cells on the critical path with inverters included
     - 1
   * - Vias per std cell
     - about 4.7
   * - Required time worst endpoint
     - 6810 ps
   * - Global-route wire length before repair
     - about 9.5 mm
   * - Library cell with the largest summed area after synthesis
     - sky130_fd_sc_hd__dfxtp_1
   * - Placed Instances
     - 465
   * - Init Core Util
     - 42.21%
   * - Maximum clock frequency
     - 336.8 MHz
   * - Internal Dissipation
     - 0.3104 mW
   * - Cell Area, Synth
     - 0.003110 mm^2
   * - Final Hold Violating Endpoints
     - 0
   * - Final total power
     - 0.4101 mW
   * - Maximum level of the CTS H-tree
     - 2
   * - Count of unclocked register or latch pins
     - 27
   * - Startpoint of the lowest-slack register-to-register path
     - count[2]
   * - Number of buffers on the longest clock path
     - 2
   * - Flops after synth
     - 60
   * - Final cycle utilization of the critical path
     - 44.98%
   * - Switching part of the total power
     - 24.32%
   * - Horiz. Die Dim
     - 90.18 um
   * - Wirelength, routed
     - between 5 and 6 mm
   * - Switching power summed over all nets
     - 0.09973 mW
   * - Final count of pins violating max slew
     - 0
   * - Routed wirelength normalized by instance count
     - 11.27 um
   * - Comb area
     - 0.001778 mm^2
   * - Total number of placement rows
     - 31
   * - Startpoint types
     - flip-flop
   * - Worst-path clk slew
     - 70 ps
   * - Remaining global-route overflow
     - 0
   * - Clock network fraction of design power
     - 35.6%
   * - Number of distinct library cells after synthesis
     - 55
   * - Fraction of layout cells with a size suffix above 1
     - 13.37%
   * - Number of enable-type register cells in the synthesized netlist
     - 0
   * - Signal arrival time at the worst endpoint
     - 3180 ps
   * - Maximum vdd ir drop
     - 145.7 uV
   * - Total area of sequential cells
     - 0.001201 mm^2
   * - Static Leakage
     - 1.336 nW
   * - CP peak stage delay
     - ~630 ps
   * - Cell family contributing the most delay on the critical path
     - AND-OR/OR-AND gates
   * - Clock tree from TritonCTS
     - built
   * - Slew margin rel.
     - 44.11%
   * - Number of buffers created by CTS
     - 5
   * - OpenROAD warnings
     - 26
   * - Total GRT Usage
     - 14.10%
   * - Number of vias in the routed layout
     - about 2,200
   * - Worst hold path class
     - reg2reg
   * - Count of instances resized after the clock tree is built
     - 0
   * - Power density over cell area
     - ~120 mW/mm^2
   * - Setup skew after layout
     - 4.363 ps
   * - Count of endpoints without a timing constraint
     - 39
   * - Final setup violating endpoints
     - 0
   * - # Max-Cap Violations
     - 0
   * - Routability Congestion
     - between 0.8 and 0.9
   * - Yosys Instances
     - roughly 350
   * - Die outline area
     - around 0.0081 mm^2
   * - Insertion Delay late pin
     - 280 ps
   * - Area of the synthesized netlist per yosys stat
     - 0.003110 mm^2
   * - Sequential share of the synthesized area
     - between 30% and 40%
   * - Startpoint of the most critical hold path
     - count[0]
   * - Unrepaired setup endpoints after global routing
     - false
   * - Layout-stage area growth over the synthesis result
     - 13.64%
   * - Clk root buf
     - sky130_fd_sc_hd__clkbuf_8
   * - Post-route antenna net violation count
     - 0
   * - Via count of the first global-routing pass
     - between 2,000 and 2,500
   * - Mean post-synth cell area
     - 8.964 um^2
   * - Residual DRC
     - 0
   * - Max stage delay cell, worst path
     - sky130_fd_sc_hd__o41ai_4
   * - Internal reg-to-reg setup slack
     - 3630 ps
   * - Total half-perimeter wirelength after legalization and detailed placement
     - 3.957 mm
   * - Worst Path Max Fanout
     - 16
   * - Final critical-path required period
     - 2969 ps
   * - Synthesis warning total
     - 3
   * - Chip Height
     - 90.18 um
   * - Post-route insts no fill
     - ~470
   * - Antenna diodes
     - 0
   * - Cell area leaders
     - sky130_fd_sc_hd__dfxtp_1 (39%), sky130_fd_sc_hd__xnor2_1 (5.9%), sky130_fd_sc_hd__mux2i_1 (4.5%)
   * - Final TNS setup
     - 0 ps
   * - Path type of the worst setup path
     - reg2reg
   * - Status
     - finished, final reports clean
   * - Nature of the critical path endpoint
     - flip-flop
## power groups by stage
stage	Sequential (mW)	Combinational, mW	Clock (mW)
5_1_grt	0.225	0.0451	0.162
4_1_cts	0.224	0.0409	0.152
6_report	0.224	0.0401	0.146
## cell families after synthesis
group / share of synthesized area (%)
xor+xnor: 8.729
fa+ha+maj: 4.264
other cells: 0.1206
compound gates: 10.22
mux: 5.712
flops: 38.62
simple gates: 27.03
buf+inv: 5.309
## state kept, by name (all words and copies together) (netlist names)
name   flops
P         12
clk        1
count     32
c          3
Y          6
X          6
## worst paths after layout
check | endpoint | cells after the start
hold / removal | count[0] | 1
setup reg to reg | clk | 8
setup / recovery | clk | 8
hold reg to reg | count[0] | 1
## final cells by class
cell class	instances	share of cell area [%]
Clock buffer	5	1.947
Clock inverter	3	0.4956
Inverter	12	1.274
Multi-Input combinational cell	263	50.30
Sequential cell	60	33.98
Tap cell	99	3.504
Timing Repair Buffer	31	8.496
## cell usage after synthesis (3+ instances only)
cell type                   n
sky130_fd_sc_hd__nor2_2    22
sky130_fd_sc_hd__a211oi_1   3
sky130_fd_sc_hd__mux2i_1   14
sky130_fd_sc_hd__nand4_2    3
sky130_fd_sc_hd__a21oi_1   23
sky130_fd_sc_hd__nand2_1   35
sky130_fd_sc_hd__xnor2_1   21
sky130_fd_sc_hd__nor3_1     9
sky130_fd_sc_hd__xor2_1    10
sky130_fd_sc_hd__nand4_1    3
sky130_fd_sc_hd__dfxtp_1   60
sky130_fd_sc_hd__nand3_1   15
sky130_fd_sc_hd__buf_4      6
sky130_fd_sc_hd__and2_1     8
sky130_fd_sc_hd__inv_1     12
sky130_fd_sc_hd__and3_1     4
sky130_fd_sc_hd__nor2_1    33
sky130_fd_sc_hd__clkbuf_1  10
sky130_fd_sc_hd__ha_1       9
## worst reg2reg max path, delay by kind of cell (launching register included)
family                 cells  cell delay, ps
AND-OR/OR-AND              3             900
buffers and inverters      1             390
flip-flops                 1             410
XOR/XNOR                   1             150
multiplexers               1             360
AND/OR/NAND/NOR            2             680
## cells in the final DEF (no fill, tap or decap), types with 3 or more instances in the layout
master,netlist,routed
sky130_fd_sc_hd__xnor2_1,21,21
sky130_fd_sc_hd__nand4_2,3,3
sky130_fd_sc_hd__clkdlybuf4s50_1,0,27
sky130_fd_sc_hd__xor2_1,10,10
sky130_fd_sc_hd__nor2_2,22,22
sky130_fd_sc_hd__dfxtp_1,60,60
sky130_fd_sc_hd__a211oi_1,3,3
sky130_fd_sc_hd__and3_1,4,4
sky130_fd_sc_hd__nand4_1,3,3
sky130_fd_sc_hd__mux2i_1,14,14
sky130_fd_sc_hd__nand2_1,35,35
sky130_fd_sc_hd__conb_1,1,10
sky130_fd_sc_hd__ha_1,9,9
sky130_fd_sc_hd__buf_4,6,4
sky130_fd_sc_hd__inv_1,12,12
sky130_fd_sc_hd__clkbuf_8,0,5
sky130_fd_sc_hd__nor3_1,9,9
sky130_fd_sc_hd__nor2_1,33,33
sky130_fd_sc_hd__a21oi_1,23,23
sky130_fd_sc_hd__and2_1,8,8
sky130_fd_sc_hd__nand3_1,15,15
## per-layer routing
| layer | global-route usage, % | vias up | wire [um] |
|---|---|---|---|
| met3 | 1.460 | 4 | 116 |
| met1 | 21.98 | 997 | 2789 |
| met4 | 1.075 | 0 | 41 |
| met5 | 0 | - | 0 |
| met2 | 22.65 | 24 | 2386 |
| li1 | - | 1213 | - |
## stage by stage
step | setup WS (ps) | util, % | instance area, um^2
finish | 3631 | 47.96 | 3535
global route | 3338 | 47.96 | 3535
CTS | 3587 | 47.96 | 3535
detailed placement | 3606 | 46.79 | 3448
global placement | 3654 | 46.79 | 3448
floorplan | 4172 | - | 3144
Power and IR drop assume default switching activity.
