--- run.sh ---
#!/bin/bash
# OpenROAD 26Q1-2900-gdf79404cd8, Yosys 0.63+post, stock flow scripts
make -C /OpenROAD-flow-scripts/flow DESIGN_CONFIG=/design/flow/config.mk WORK_HOME=/design/flow/orfs finish
--- config.mk ---
export PLATFORM = sky130hd
export DESIGN_NAME = Booth_Multiplier
export DESIGN_NICKNAME = Booth_Multiplier
export VERILOG_FILES = /design/flow/design.v
export SDC_FILE = /design/flow/constraint.sdc
export NUM_CORES = 4
export LEC_CHECK = 1
export CORE_UTILIZATION = 30
--- constraint.sdc ---
current_design Booth_Multiplier

set clk_period 3.0
set clk_io_pct 0.2

create_clock -name clk0 -period $clk_period [get_ports {clk_fast}]

set non_clock_inputs [all_inputs -no_clocks]
set_input_delay [expr $clk_period * $clk_io_pct] -clock clk0 $non_clock_inputs
set_output_delay [expr $clk_period * $clk_io_pct] -clock clk0 [all_outputs]
--- design.v ---
`timescale 1ns / 1ps
module Booth_Multiplier(
    input clk_fast,
    input rst,
    input load,
    input [5:0] m,
    input [5:0] r,
    output [11:0] product,
    output reg clk_slow
    );
    reg [31:0] count = 0;
    always @(posedge clk_fast) begin
        count <= count + 1;
            if(count > 4000000) begin
                count <= 0;
                clk_slow <= ~clk_slow;
            end
    end
    reg [5:0] A;
    reg [6:0] Q;
    reg [2:0] C;
    assign product = {A[5:0], Q[6:1]};
    wire [5:0] t1;
    wire [5:0] t2;
    wire [6:0] t3;
    wire [5:0] t4;
    wire [6:0] t5;
    wire [5:0] t6;
    wire [6:0] t7;
    wire [5:0] t8;
    assign t1 = A + r;
    assign t2 = A - r;
    assign t3 = {t1[0], Q[6:1]};
    assign t4 = {t1[5], t1[5:1]};
    assign t5 = {t2[0], Q[6:1]};
    assign t6 = {t2[5], t2[5:1]};
    assign t7 = {A[0], Q[6:1]};
    assign t8 = {A[5], A[5:1]};
    always @(posedge clk_slow) begin
        if(rst) begin
            A <= 0;
            Q <= 0;
            C <= 0;
        end else begin
            if(load) begin
                A <= 0;
                Q <= {m[5:0], 1'b0};
            end else begin
                if (C > 5) begin
                   A <= A;
                   Q <= Q;
                end else begin
                            if(Q[1:0] == 2'b01) begin
                                Q <= t3;
                                A <= t4;
                                C <= C+1;
                            end else begin
                                if(Q[1:0] == 2'b10) begin
                                    Q <= t5;
                                    A <= t6;
                                    C <= C+1;
                                end else begin
                                    if(Q[0] == Q[1]) begin
                                        Q <= t7;
                                        A <= t8;
                                        C <= C+1;
                                    end
                                end
                            end
                  end
            end
        end
    end
endmodule
==> impl_metrics.tcl <==
# yosys + openroad results
set metrics [dict create \
    status "complete, no violations" \
    cts-resized-gates 0 \
    clock_path_buffers 2 \
    crit_path_top_delay_cell "dfxtp_1" \
    crit_type "reg2reg" \
    p_leak_nw 1.19 \
    die-area_um2 8990 \
    stdcell_count 430 \
    fin_crit_ns 1.83 \
    crit_path_start_kind "register" \
    finalSetupViolCount 0 \
    cts-hold-fix-buffers 0 \
    power-per-cell-area_nw_per_um2 319 \
    warnings 34 \
    pre_cts_ws_ns 1.17 \
    edf_count 1 \
    grt_pass1_vias 1851 \
    antenna_found_initial 0 \
    yosys-top-cells-count "48 x dfxtp_1, 46 x nor2_1, 20 x inv_1" \
    yosys_warnings 1 \
    worst_pin_slew_ns 0.598 \
    synth_cell_types 51 \
    drive_above_1_share_pct 6.46 \
    post_drt_wl_per_cell_um 11.1 \
    slew_violations 0 \
    placed_cell_area_um2 2940 \
    top_area_cell "dfxtp_1" \
    area_delta_synth_final_pct 18.8 \
    finalClockPeriodUsage_pct 61.1 \
    cap_viol_max_count 0 \
    port_buffers 27 \
    clockRootBuffer "clkbuf_8" \
    clkLatencyLatePin_ns 0.28 \
    netlist_area_um2 2580 \
    netlist_instances 293 \
    hold_path.class "reg2reg" \
    core.rowCount 33 \
    most_common_cell "dfxtp_1" \
    placedCellCount 422 \
    final.setup_skew_ns 0.00335 \
    clk_pin_slew_ns 0.07 \
    die-height_um 94.8 \
    grt_pass1_wl_um 8340 \
    cts_tree "built" \
    setup_ws_ns 1.17 \
    postCtsSetupBuffers 0 \
    unclocked_pins 16 \
    cts_buffers 5 \
    ys_top_cells_by_area "dfxtp_1 37%, ha_1 8.2%, nor2_1 6.7%, xor2_1 5.4%, inv_1 2.9%" \
    drc 0 \
    path_cells "nor4_1 > nand3_1 > a211o_1 > a21oi_2 > o21ai_2 > buf_4 > nor2_1" \
    chipWidth_um 94.8 \
    hold_viol 0 \
    slowest_delay_ns 0.35 \
    async_reset_ff_share_pct 0 \
    coreArea_um2 8260 \
    grt_max_degree 17 \
    ant_nets 0 \
    yosys-stat-area_um2 2580 \
    critPathMaxFanout 12 \
    rsz0062_at_grt "no" \
    gp_congestion 0.795 \
    fill_cells 827 \
    first_pass_iters 4 \
    unconstrained_endpoints 28 \
    postLayoutCoreUtil_pct 37.2 \
    flop_cell "dfxtp_1" \
    total_power_mw 0.980 \
    end_kind "register" \
    vias 1983 \
    routed_via_density 4.61 \
    ys_seq_share_pct 38.4 \
    top_area_share_pct 37.2 \
    ys_ff 49 \
    synth_area_per_cell_um2 8.82 \
    tns_ns 0 \
    drt-initial-drc-count 36 \
    track_usage_pct 11.5 \
    ir_drop_mv 0.293 \
    final_area_um2 3070 \
    worstPathArrival_ns 2.04 \
    whs_ns 0.483 \
    wl_um 4750 \
    diodes 0 \
    io_pins 28 \
    fp-utilization_pct 31.3 \
    ys_cells 293 \
    relSlewSlack_pct 59.9 \
    cp.required_ns 3.21 \
    hpwl_um 3530 \
    fmax_ghz 0.546 \
    ctsHtreeMaxLevel 2 \
    overflow 0 \
]
==> power breakdown <==
part | leakage [nW] | total, mW | internal [mW] | switching [mW]
Clock | 0.0663 | 0.449 | 0.296 | 0.152
Sequential | 0.400 | 0.458 | 0.454 | 0.00344
Combinational | 0.720 | 0.0731 | 0.0389 | 0.0341
Total | 1.19 | 0.980 | 0.790 | 0.190
==> placed cells by master (no fill, tap or decap), types with 5 or more instances in the layout <==
| cell | instances |
|---|---|
| dfxtp_1 | 48 |
| nor2_1 | 46 |
| clkdlybuf4s50_1 | 27 |
| inv_1 | 20 |
| ha_1 | 17 |
| xor2_1 | 16 |
| nand3_1 | 15 |
| o21ai_0 | 13 |
| nand2_1 | 12 |
| conb_1 | 10 |
| nand4_1 | 8 |
| xnor2_1 | 7 |
| mux2i_1 | 7 |
| nor3_1 | 6 |
| a21oi_1 | 5 |
| mux2_2 | 5 |
| clkbuf_8 | 5 |
==> worst max-delay path, delay by kind of cell (launching register included) <==
kind            cells  cell delay (ns)
buf+inv             1             0.24
simple gates        3             0.54
compound gates      3             0.64
flops               1             0.35
==> metal layers <==
metal  GRT usage (%)  part of all wire, %
met5               0                    0
met4           0.631                 0.25
met3            1.96                  3.7
met2            18.9                   44
met1            17.1                   52
==> kinds of logic after synthesis <==
kind of cell / after synthesis / synth area share [%]
fa+ha+maj: 19 / 9.78
flops: 49 / 38.4
compound gates: 44 / 11.7
simple gates: 111 / 20.9
xor+xnor: 23 / 7.80
mux: 12 / 4.89
buf+inv: 34 / 6.49
other cells: 1 / 0.145
==> final timing paths <==
path             from        to  slack [ns]  cells past startpoint
max          count[6]  count[8]        1.17                      7
min          count[0]  count[0]        0.48                      1
max reg2reg  count[6]  count[8]        1.17                      7
min reg2reg  count[0]  count[0]        0.48                      1
==> final cells by class <==
class | count | area (µm²) | share of cell area (%)
clock buffer | 6 | 93.8 | 3.06
multi-input combinational | 219 | 1460 | 47.5
tap | 105 | 131 | 4.28
inverter | 20 | 75.1 | 2.44
timing repair buffer | 29 | 285 | 9.29
clock inverter | 2 | 35.0 | 1.14
sequential | 49 | 991 | 32.3
==> sequential cells by signal, summed over array words and instances, names as in the netlist <==
register and cells:
clk_slow 1, C 3, count 32, A 6
Q 7
Power is estimated from default activity; no workload was simulated.
